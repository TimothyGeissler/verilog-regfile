**design.v**
```verilog
module basemux(a, b, select, out);
input select;
input [31:0] a, b;
output [31:0] out;
assign out = select ? b : a;
endmodule
module fourto1mux(a, b, c, d, select, out);
input [1:0] select;
input [31:0] a, b, c, d;
output [31:0] out;
wire [31:0] w1;
wire [31:0] w2;
basemux in1(a, b, select[0], w1);
basemux in2(c, d, select[0], w2);
basemux outmux(w1, w2, select[1], out);
endmodule
module eightto1mux(a, b, c, d, e, f, g, h, select, out);
input [2:0] select;
input [31:0] a, b, c, d, e, f, g, h;
output [31:0] out;
wire [31:0] w1;
wire [31:0] w2;
fourto1mux mux1(a, b, c, d, select[1:0], w1);
fourto1mux mux2(e, f, g, h, select[1:0], w2);
basemux finalmux(w1, w2, select[2], out);
endmodule
module mux(a, b, c, d, e, f, g, h, i, j, k, l, m, n, o, p, q, r, s, t, u, v, w, x, y, z, aa, ab, ac, ad, ae, af, select, out);
input [4:0] select;
input [31:0] a, b, c, d, e, f, g, h, i, j, k, l, m, n, o, p, q, r, s, t, u, v, w, x, y, z, aa, ab, ac, ad, ae, af;
output [31:0] out;
wire [31:0] w1;
wire [31:0] w2;
wire [31:0] w3;
wire [31:0] w4;
eightto1mux mux1(a, b, c, d, e, f, g, h, select[2:0], w1);
eightto1mux mux2(i, j, k, l, m, n, o, p, select[2:0], w2);
eightto1mux mux3(q, r, s, t, u, v, w, x, select[2:0], w3);
eightto1mux mux4(y, z, aa, ab, ac, ad, ae, af, select[2:0], w4);
fourto1mux comb(w1, w2, w3, w4, select[4:3], out);
endmodule
```
**config.mk**
```make
export PLATFORM = sky130hd
export DESIGN_NAME = mux
export DESIGN_NICKNAME = mux
export VERILOG_FILES = /design/flow/design.v
export SDC_FILE = /design/flow/constraint.sdc
export NUM_CORES = 4
export LEC_CHECK = 1
export CORE_AREA = 10 10 408 408
export DIE_AREA = 0 0 418 418
```
**run.sh**
```bash
#!/bin/bash
# OpenROAD 26Q1-2900-gdf79404cd8, Yosys 0.63+post, stock flow scripts
make -C /OpenROAD-flow-scripts/flow DESIGN_CONFIG=/design/flow/config.mk WORK_HOME=/design/flow/orfs finish
```
**constraint.sdc**
```tcl
current_design mux

set clk_period 5.9
set clk_io_pct 0.2

create_clock -name clk0 -period $clk_period

set non_clock_inputs [all_inputs -no_clocks]
set_input_delay [expr $clk_period * $clk_io_pct] -clock clk0 $non_clock_inputs
set_output_delay [expr $clk_period * $clk_io_pct] -clock clk0 [all_outputs]
```
==> commit_impl_results.txt <==
Store results of the implementation flow

- Per the OpenROAD floorplan log, the width of the die is 418 um.
- STA classifies the critical path startpoint as a primary input.
* Highest-count logic cell in the final layout: clkdlybuf4s50_1
- The placement report lists the number of port buffers as 1061.
* Number of nets with antenna violations after routing: 0
* Arrival time reported for the critical path endpoint: 4520 ps
* Final design utilization: 0.142
* Category of the worst setup path capture point: output pin
- The routed layout has 14800 vias.
* Gates resized, CTS repair: 0
* Std-Cell Core Area: 0.158 mm^2
- Post-synth design cell area: 0.00889 mm^2
- Post-detailed-placement half-perimeter wirelength: 124000 um
- WP data required: 4720 ps
- Max Freq: 175 MHz
* Total negative slack for setup checks: 0 ps
* Final number of max-transition violations: 0
- Setup CP Type: in -> out
* Number of library cell types mapped by synthesis: 20
* Areal power density over the cells: 77.5 mW/mm^2
* Mean number of vias per cell: 3.45
- Remaining routing DRC violations: 0
- Share of the core filled by cells before placement: 0.0563
- Total iterations of the first detailed-routing run: 5
- Final worst path period need: 5700 ps
- In the global route stage, overall resource usage came out at 0.147.
* DIE HEIGHT: 418 um
- After the first detailed-routing iteration, the DRC count stood at 1281.
- Number of buffers added to fix hold violations after cts: 0
- In the final report, the number of hold violations comes to 0.
- Of the synthesized area, sequential elements account for 0.
- Max_slew headroom: 0.313
- In the finished design, the share of the clock period the worst path needs comes to 0.967.
* Number of global-route vias before repair: 14700
- Max fanout on the critical path was recorded as 20.
- Note that the worst hold path type here is in -> out.
- After detailed routing, the total wire length is 136000 um.
* Site row count: 146
- Max rail drop VDD: 0.0000347 V
- Per the Yosys statistics, synthesis produced 1158 cells.
- In this run the mean area of a mapped cell was 7.67 um^2.
- The initial antenna violation count was 103.
- WL/cell: 31.7 um
- Static leakage power: 8.73 nW
- For this run, the final setup violation count is recorded as 0.
* Instance count of the mapped netlist: 1158
* Setup fix buffers added after clock tree synthesis: 0
- Number of warning messages in the yosys log: 0
- The chip occupies 0.175 mm^2.
- Number of warnings the tools reported: 32
* Chip area from the yosys synthesis statistics: 0.00889 mm^2
- Area used by sequential logic in the layout: 0 um^2
* Overflow left after global routing: 0
* Wire length of the first global-routing pass: 166000 um
- Layout cell share with drive strength beyond 1: 0.0503
* Layout clock buffers: 0
* Unrepaired setup endpoints after global routing: no
* IO Pins: 1061
* Run status: complete, no violations
* Top library cells by usage in the layout, fill and taps aside: clkdlybuf4s50_1, mux2i_1
- Entering global routing, the biggest net connects 71 pins.
* Area growth from synthesis to layout: 152%
* Slew at the pin with the worst max-slew slack: 1000 ps
- The design has 0 sequential cells.
* Gp weighted congestion: 1.01
- In this run the maximum-capacitance check reported violations numbering 0.
==> path summary, 6_finish.rpt <==
kind	start	cells past startpoint	endpoint
max	select[0]	8	out[24]
min	ab[19]	6	out[19]
==> cell usage after synthesis <==
cell	count	area, um^2
mux2i_1	512	5120
nand2_1	97	364
a21oi_1	96	480
a22oi_1	96	721
nand3_1	96	480
a22o_1	64	561
clkbuf_1	43	161
buf_4	34	255
a31oi_1	32	200
nor3_1	32	160
buf_2	26	130
buf_6	15	169
buf_1	6	22.5
clkbuf_4	2	15.0
nand2b_1	2	12.5
and2_1	1	6.26
and2b_1	1	7.51
nor2_1	1	3.75
nor2b_1	1	6.26
or2_2	1	6.26
==> logic make-up (layout without fill, tap and decap cells) <==
family | Yosys count | after routing | synth area share
other cells | 0 | 20 | 0
simple gates | 232 | 233 | 0.118
compound gates | 288 | 288 | 0.221
buf+inv | 126 | 1154 | 0.0848
mux | 512 | 512 | 0.577
==> routing by layer <==
metal,part of all wire,global-route usage,up-vias
li1,-,-,6579
met1,0.41,0.191,7036
met2,0.47,0.244,973
met3,0.099,0.0494,146
met4,0.017,0.0146,40
met5,0.0019,0,-
==> worst max-delay path, cell delays in order <==
cell             delay [ps]
clkdlybuf4s50_1         730
and2b_4                 590
buf_4                   360
a22oi_1                 150
a31oi_1                 630
buf_4                   260
nand3_1                 140
clkdlybuf4s50_1         460
==> stage by stage <==
stage	power [mW]	std cells	cell area, um^2	setup slack [ps]	hold slack [ps]
floorplan	0.511	1158	8890	2490	2560
global route	1.83	4265	22300	18.0	3330
detailed placement	1.75	4258	22300	43.5	3270
global placement	1.75	4258	22300	80.2	3250
CTS	1.75	4258	22300	47.7	3270
finish	1.73	4279	22400	197	3250
==> power breakdown <==
| group | internal (mW) | switching, mW | total [mW] |
|---|---|---|---|
| sequential | 0 | 0 | 0 |
| combinational | 0.976 | 0.757 | 1.73 |
| clock | 0.000000331 | 0 | 0.000000331 |
| total | 0.976 | 0.757 | 1.73 |
==> layout make-up <==
cell class         count  area (um^2)
fillers            18000       135000
multi-input cells   1033         8170
repair buffers      1154        11500
well taps           2072         2590
diodes                20         50.0
Power and IR drop assume default switching activity.
